===== ./run.sh =====
#!/bin/bash
# OpenROAD 26Q1-2900-gdf79404cd8, Yosys 0.63+post, stock flow scripts
make -C /OpenROAD-flow-scripts/flow DESIGN_CONFIG=/design/flow/config.mk WORK_HOME=/design/flow/orfs finish

===== ./config.mk =====
export PLATFORM = sky130hd
export DESIGN_NAME = UART
export DESIGN_NICKNAME = UART
export VERILOG_FILES = /design/flow/design.v
export SDC_FILE = /design/flow/constraint.sdc
export NUM_CORES = 4
export LEC_CHECK = 1
export CORE_UTILIZATION = 50

===== ./constraint.sdc =====
current_design UART

set clk_period 3.1
set clk_io_pct 0.2

create_clock -name clk0 -period $clk_period [get_ports {clk}]

set non_clock_inputs [all_inputs -no_clocks]
set_input_delay [expr $clk_period * $clk_io_pct] -clock clk0 $non_clock_inputs
set_output_delay [expr $clk_period * $clk_io_pct] -clock clk0 [all_outputs]

===== ./design.v =====
module BAUD_generator(clk,B_clk);
input clk;
output reg B_clk = 0;
parameter clk_rate = 10_000_000; 
parameter BAUD_rate = 9600;
parameter divisor = (clk_rate/(BAUD_rate * 16)) - 1;  
parameter cnt_width = $clog2(divisor);
reg [cnt_width - 1: 0] counter = 0;
always@(posedge clk) 
begin	
	if(counter == divisor[cnt_width - 1: 0])
	begin
		counter <= 0;
		B_clk <= ~B_clk;
	end
	else 
		counter <= counter + 1;
end
endmodule
`timescale 1ns/ 1ps
module UART #(
parameter data_width = 8
)(
input clk,
input tx_rx_enable,
input tx_rx_start,
output wire tx_out,
input rx_in,
input [data_width-1:0] tx_data,
output [data_width-1:0] rx_received_data,
output valid,
output busy
);
wire Ux_clk;
BAUD_generator #(.BAUD_rate(9600))baud(.clk(clk),.B_clk(Ux_clk));
UART_transmitter transmit(.clk(clk),.tx_enable(tx_rx_enable),.tx_start(tx_rx_start),.tx_data_in(tx_data),.tx_out(tx_out),.busy(busy),.valid(valid));
UART_receiver receive(.clk(clk),.rx_enable(tx_rx_enable),.rx_start(tx_rx_start),.rx_in(rx_in),.rx_received_data(rx_received_data));
endmodule
module UART_receiver #(
parameter data_width = 8)(clk,rx_enable,rx_start,rx_in,rx_received_data);
input clk,rx_enable,rx_start;
input rx_in;
output reg [data_width-1:0] rx_received_data;
localparam data_width_len = (data_width-1) + 3'd3;
reg [1:0] state = 0;
reg [data_width_len:0] data_received = 0;  
reg [4:0] count;
localparam IDLE = 0;
localparam START = 1;
localparam RECEIVE_DATA = 2;
localparam END = 3;
always@(posedge clk or posedge rx_enable)
begin
	if(rx_enable)
	begin
		count <= 0;
		rx_received_data <= 0;
		state <= IDLE;
	end
	else
	begin
		case(state)
			IDLE:
				begin
					if(rx_start) begin
						count <= data_width_len;
						state <= START;
					end
					else begin
						state <= IDLE;
						end
				end
			START:
				begin
					state <= RECEIVE_DATA;
				end
			RECEIVE_DATA:
				begin
					data_received[count] <= rx_in;
					if(count == 0) state <= END;
					else count <= count - 1;
				end
			END:
				begin
					rx_received_data <= data_received[data_width_len:1];
					state <= IDLE;
				end
		endcase
	end
end
endmodule
module UART_transmitter #(
parameter data_width = 8)(clk,tx_enable,tx_start,tx_data_in,tx_out,busy,valid);
input clk,tx_enable,tx_start;
input [data_width-1:0] tx_data_in;
output reg tx_out,busy,valid;
localparam data_width_len = (data_width - 1) + 3'd3;
reg [1:0] state = 0;
reg [7:0] saved_data = 0;
reg [data_width_len:0] data_send = 0;  
reg [4:0] count;
wire parity;
assign parity = ^tx_data_in;
localparam IDLE = 0;
localparam START = 1;
localparam SEND_DATA = 2;
localparam END = 3;
always@(posedge clk)
begin
	if(tx_enable)
	begin
		count <= 0;
		data_send <= 0;
		tx_out <= 1;
		state <= IDLE;
		busy <= 0;
		valid <= 0;
	end
	else
	begin
		case(state)
			IDLE:
				begin
					tx_out <= 1;
					busy <= 0;
					valid <= 0;
					if(tx_start) begin
						count <= data_width_len;
						state <= START;
					end
					else begin
						state <= IDLE;
						end
				end
			START:
				begin
					data_send <= {1'b0,tx_data_in,parity,1'b1};
					busy <= 1;
					state <= SEND_DATA;
				end
			SEND_DATA:
				begin
					tx_out <= data_send[count];
					if(count == 0) state <= END;
					else count <= count - 1;
				end
			END:
				begin
					busy <= 0;
					valid <= 1;
					state <= IDLE;
				end
		endcase
	end
end
endmodule

==> metrics.csv <==
metric,value,unit
run status,"complete, no violations",
post-CTS resize count,0,
Tcrit/Tclk final,0.877,
Max-area cell share,0.165,
Filler Cell Count,359,
FP Rows,24,
P per Cell Area,961,nW/um^2
post-layout util,0.625,
TritonCTS clock tree,yes,
most numerous logic cell after layout,nor2_1,
comb area leader,simple AND/OR/NAND/NOR gates,
Max Root-Sink Buffers,2,
diode count,0,
Post-DRT Antenna Nets,0,
ys cells,236,
WL/cell,14.4,microns
input/output buffers,22,
H-Tree Depth,2,
Worst Path Required,3.15,ns
DR DRC count,0,
Fmax achieved,0.368,GHz
post-CTS setup repair buffer count,0,
Slew @ Worst Pin,0.617,ns
warnings from Yosys,3,
die y size,71.7,microns
"Worst Path Class, Setup",flip-flop to flip-flop,
worst vdd ir,0.542,mV
post-synthesis sequential area ratio,0.419,
OpenROAD warning count,36,
hold_ws,0.488,ns
Vias/cell,5.65,
first drt pass iteration count,4,
top logic cells by instance count in the layout,"nor2_1 (24), clkdlybuf4s50_1 (22), dfxtp_1 (20), mux2i_1 (17)",
share of cells above drive strength 1,0.0772,
Mean Syn Cell Area,10.3,sq um
1st-iter DRT viols,62,
DIE WIDTH,71.7,microns
Setup TNS,0,ns
Met1 Routed Length,2320,microns
"AND-OR/OR-AND Cells, Area Fraction",0.123,
largest net degree at the start of global routing,19,
Final Hold Fails,0,
min Tclk post-route,2.72,ns
global placement routability congestion,0.940,
top_reg_cell synth,dfxtp_1,
dpl ws,0.429,ns
"Registers, synthesis",43,
max-slew violation count,0,
WL met2,1810,microns
CP max FO,6,
Adder Area Share,0.0773,
"area leader, netlist",dfxtp_1,
Clock Skews,0.00496,ns
Yosys cell types,52,
wire length of the first global-routing pass,8040,microns
static leakage,1.10,nW
fraction of registers with async set/reset,0.349,
yosys simple share,0.158,
die area,5140,sq um
number of global-route vias before repair,1761,
Critical Path Source Type,flip-flop,
# Max-Cap Violations,0,
vias post-DR,1756,
RSZ-0062 raised after global routing,no,
Layout area overhead,16.0,%
Largest cells by area,"dfxtp_1 (16%), dfrtp_1 (15%), edfxtp_1 (9.9%), ha_1 (7.7%), mux2i_1 (7.0%)",
Crit path arrival time,2.77,ns
io pins,23,
YS chip area,2430,sq um
"Reg clk slew, reported paths",0.08,ns
Post-synth mux share,0.145,
drt total wl,4470,microns
final setup fails,0,
HP Class,flip-flop to flip-flop,
worst skew pair latency,0.29,ns
CTS buffer count,5,
Crit. End Element,flip-flop,
xor/xnor share,0.0325,
post-synthesis cell count,236,
DP Wirelength,3360,microns
post-cts hold buffer count,0,
routed length on met3,300,microns
Slew HR,0.587,
setup ws final,0.382,ns
Post-Syn Area,2430,sq um
antenna violations before repair,0,
Total GRT Usage,0.203,
top layer in use,met4,
Initial Util,0.539,
global route overflow,0,
core area,4500,sq um
clock root cell,clkbuf_8,
clk sinks,43,
number of enable flip-flop cells,8,
## synth_stat cells (3+ instances only)
library cell	instances
nor3_1	3
nor2_1	24
dfxtp_1	20
ha_1	15
inv_1	15
mux2i_1	17
mux2_1	13
a211oi_1	3
a21oi_1	8
edfxtp_1	8
nand2_1	15
xnor2_1	9
o221ai_1	4
clkbuf_1	6
o21ai_1	6
nor2b_1	4
dfrtp_1	15
buf_2	4
## where the power goes
group | total (W) | internal, W | switching (W)
clock network | 0.000477 | 0.000290 | 0.000187
registers | 0.000954 | 0.000784 | 0.000170
logic | 0.00128 | 0.000643 | 0.000633
total | 0.00271 | 0.00172 | 0.000990
## path summary, 6_finish.rpt
kind	from	end	slack, ns	cells after the start
setup / recovery	receive.count[1]$_DFFE_PP0P_	receive.data_received[4]$_DFFE_PP_	0.38	8
hold / removal	receive.rx_received_data[0]$_DFFE_PP0N_	receive.rx_received_data[0]$_DFFE_PP0N_	0.49	1
setup reg to reg	receive.count[1]$_DFFE_PP0P_	receive.data_received[4]$_DFFE_PP_	0.38	8
hold reg to reg	receive.rx_received_data[0]$_DFFE_PP0N_	receive.rx_received_data[0]$_DFFE_PP0N_	0.49	1
max in group asynchronous	tx_rx_enable	receive.rx_received_data[0]$_DFFE_PP0N_	1.96	4
min in group asynchronous	tx_rx_enable	receive.count[4]$_DFFE_PP0P_	0.96	4
## cell families after synthesis
family / after synthesis
adders and majority gates: 15
xor gates and xnor gates: 9
muxes: 32
DFF: 43
buffers and inverters: 26
and+or+nand+nor: 69
AOI/OAI and AO/OA: 42
## layout make-up
class	instances	area, sq um	share of cell area
inverters	15	56.3	0.0200
repair buffers	26	250	0.0888
multi-input cells	167	1300	0.462
well taps	52	65.1	0.0231
clock inverters	1	30.0	0.0107
flip-flops and latches	43	1020	0.361
clock buffers	7	97.6	0.0347
## layer usage
layer	vias up	GRT usage
met5	-	0
met1	817	0.331
li1	885	-
met4	0	0.0196
met3	4	0.0571
met2	50	0.294
## metrics by stage
step	area [sq um]	total power (W)	instances
floorplan	2430	0.00189	236
finish	2820	0.00271	311
detailed placement	2690	0.00223	303
CTS	2820	0.00273	311
global route	2820	0.00294	311
global placement	2690	0.00218	303
## worst max-delay path, stage by stage, from the launching register on
cell and delay (ns):
dfrtp_1 0.44, inv_1 0.14, ha_1 0.17, nor3b_1 0.31, ha_1 0.29, nor3b_4 0.23
or3b_1 0.40, o21ai_1 0.16, mux2_1 0.32
## flip-flops by register name, indices dropped and copies added (netlist names)
signal                    cells
transmit.valid                1
transmit.busy                 1
transmit.data_send           10
transmit.tx_out               1
receive.state                 2
receive.count                 5
transmit.count                5
transmit.state                2
receive.data_received         8
receive.rx_received_data      8
Power and IR drop assume default switching activity.
